**/design/flow/design.v**
```verilog
module clock_divider (
    input wire clk,        
    input wire rst_n,      
    output reg div_clk     
);
    localparam              SPI_CLK_DIV = 4;  
    reg [SPI_CLK_DIV-1:0]   clk_div;
    always @(posedge clk or negedge rst_n) begin
        if (!rst_n) begin
            clk_div <= 0;
            div_clk <= 0;
        end else begin
            if (clk_div == (SPI_CLK_DIV-1)) begin
                div_clk <= ~div_clk;
                clk_div <= 0;
            end else begin
                clk_div <= clk_div + 1;
            end
        end
    end
endmodule
```
**/design/flow/run.sh**
```bash
#!/bin/bash
# OpenROAD 26Q1-2900-gdf79404cd8, Yosys 0.63+post, stock flow scripts
make -C /OpenROAD-flow-scripts/flow DESIGN_CONFIG=/design/flow/config.mk WORK_HOME=/design/flow/orfs finish
```
**/design/flow/config.mk**
```make
export PLATFORM = sky130hd
export DESIGN_NAME = clock_divider
export DESIGN_NICKNAME = clock_divider
export VERILOG_FILES = /design/flow/design.v
export SDC_FILE = /design/flow/constraint.sdc
export NUM_CORES = 4
export LEC_CHECK = 1
export CORE_AREA = 10 10 70 70
export DIE_AREA = 0 0 80 80
```
**/design/flow/constraint.sdc**
```tcl
current_design clock_divider

set clk_period 1.5
set clk_io_pct 0.2

create_clock -name clk0 -period $clk_period [get_ports {clk}]

set non_clock_inputs [all_inputs -no_clocks]
set_input_delay [expr $clk_period * $clk_io_pct] -clock clk0 $non_clock_inputs
set_output_delay [expr $clk_period * $clk_io_pct] -clock clk0 [all_outputs]
```
==> impl_metrics.toml <==
# yosys + openroad results
[outcome]
status = "finished clean"

[critical_path]
worst-setup-path-type = "flop to output port"
endpoint_kind = "output port"
worstPathCellList = "clkdlybuf4s50_1"
cp.buffers_inverters = 1
worstPathMaxFanout = 2
r2r_end = "div_clk"
crit_family = "buffers and inverters"
reg2reg_setup_slack_ns = 0.44
r2r_cells = 3
r2r_start = "clk_div[0]"
cp.depth = 1
critPathMaxStageDelay_ns = 0.48
crit_slowest_cell = "clkdlybuf4s50_1"
start_kind = "flop"
critPathRequiredTime_ns = 1.20
worstPathArrival_ns = 1.07

[die]
die_area_um2 = 6400
num_io_pins = 3
row_count = 21
fp.dieH_um = 80
fp_util_pct = 5.64
die_w_um = 80
coreArea_um2 = 3420

[cts]
cts.htree.levels = 1
root_buffer = "clkbuf_4"
hold_buffers = 0
clkLatencyLatePin_ns = 0.24
path_clk_slew_ns = 0.04
cts_resized = 0
cts_setup_buffers = 0
clk_path_buf_depth = 2
tritoncts = "built"
cts_buffers = 3
clock_sinks = 5

[routing]
wl_per_cell_um = 5.00
diodes = 0
dr.pass1.iters = 1
totalWireLength_um = 330
drc = 0
routed_via_density = 1.85
ant_nets = 0
vias = 122
detail_route.iter0.violations = 0

[job]
log.warning_count = 25
max_cap_viol_count = 0

[layout]
fillerInstances = 404
design_area_um2 = 297
area_growth_pct = 53.9
final_cell_count_no_fill = 66
drive_above_1_share_pct = 20.0

[synth]
yosysWarnings = 1
numSynthFlops = 5
ys_seq_share_pct = 64.9
postSynthAreaPerCell_um2 = 13.8
yosysChipArea_um2 = 193
topCellsByArea = "dfrtp_1 (65%), ha_1 (6.5%), nor3b_2 (6.5%)"
yosysTopAreaCell = "dfrtp_1"
edf_count = 0
yosysMostFrequentCell = "dfrtp_1"
syn_area_um2 = 193
yosys.area.top_type_share_pct = 64.9
ys.flop_type = "dfrtp_1"
ys_types = 10
ys_cells = 14
synth-async-reset-ratio_pct = 100
syn-instance-count = 14

[global_route]
grt_pass1_vias = 154
antenna_found_initial = 0
grt_usage_pct = 1.35
grt-ovfl-total = 0
grt_start_max_net_pins = 6
grt_pass1_wl_um = 641

[sta]
fin_skew_ns = 0.00472
rsz0062_at_grt = "false"
fmax_mhz = 731
relSlewSlack_pct = 85.4
setup_violations = 0
tightestPinTransition_ns = 0.218
period_needed_ns = 1.37
timing.final.max_slew_violations = 0
finalClockPeriodUsage_pct = 91.3
final.setup.tns_ns = 0
finalHoldViolCount = 0

[placement]
io_buffers = 2
dpl-instance-area_um2 = 270
place_inst = 62
gp_congestion = 0.679
dp_hpwl_um = 254

[power]
ir_drop_mv = 0.518
p_per_area_nw_per_um2 = 984
p_leak_nw = 0.127

[worst_hold_path]
hold_path_class = "input pin to asynchronous set/reset pin"
==> flip-flops by register name, summed over array words and instances, names as in the netlist <==
name	cells
clk_div	4
div_clk	1
==> stage by stage <==
step,power [W],hold WS (ns),setup WS (ns),utilization (%)
after floorplan,0.000137,0.00441,0.503,-
after global placement,0.000142,0.445,0.385,7.91
after global routing,0.000312,0.276,0.0841,8.68
final,0.000292,0.276,0.131,8.68
after detailed placement,0.000142,0.457,0.381,7.91
after CTS,0.000297,0.279,0.115,8.68
==> where the power goes <==
group          leakage (nW)  switching, W   total (W)  internal, W
Clock                0.0150     0.0000514    0.000152     0.000100
Sequential           0.0705             0    0.000135     0.000135
Combinational        0.0418    0.00000234  0.00000466   0.00000232
Total                 0.127     0.0000537    0.000292     0.000238
==> worst max-delay path by stage <==
stage,start,to,slack [ns]
after global routing,div_clk,div_clk,0.08
after CTS,div_clk,div_clk,0.11
final,div_clk,div_clk,0.13
==> logic make-up after synthesis <==
logic type      synth area share (%)
compound gates                  2.59
xor+xnor                        9.09
simple gates                    14.9
fa+ha+maj                       6.49
flops                           64.9
buf+inv                         1.95
==> metal layers <==
layer	GRT usage [%]	routed length (um)	part of all wire, %	vias up
met5	0	0	0	-
met4	0.352	0	0	0
met3	1.36	41	12	0
met2	1.69	106	32	6
met1	1.54	182	55	56
li1	-	-	-	60
==> layout make-up <==
| cell class | instances | area (um2) | share of cell area (%) |
|---|---|---|---|
| flip-flops and latches | 5 | 125 | 42.2 |
| multi-input cells | 8 | 63.8 | 21.5 |
| repair buffers | 2 | 20.0 | 6.75 |
| clock buffers | 4 | 26.3 | 8.86 |
| well taps | 46 | 57.6 | 19.4 |
| inverters | 1 | 3.75 | 1.27 |
==> cell usage in the layout, fill, tap and decap left out, drive strengths merged <==
| cell type | n |
|---|---|
| xor2 | 1 |
| inv | 1 |
| o21ai | 1 |
| nor2 | 1 |
| clkdlybuf4s50 | 2 |
| xnor2 | 1 |
| nand3 | 1 |
| nand3b | 1 |
| dfrtp | 5 |
| ha | 1 |
| nor3b | 1 |
| clkbuf | 4 |
Power and IR drop assume default switching activity.

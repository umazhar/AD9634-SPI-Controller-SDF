### flow/config.mk
export PLATFORM = sky130hd
export DESIGN_NAME = qpsk_modulator
export DESIGN_NICKNAME = qpsk_modulator
export VERILOG_FILES = /design/flow/design.v
export SDC_FILE = /design/flow/constraint.sdc
export NUM_CORES = 4
export LEC_CHECK = 1
export CORE_AREA = 10 10 70 70
export DIE_AREA = 0 0 80 80
### flow/constraint.sdc
current_design qpsk_modulator

set clk_period 1.5
set clk_io_pct 0.2

create_clock -name clk0 -period $clk_period [get_ports {clk}]

set non_clock_inputs [all_inputs -no_clocks]
set_input_delay [expr $clk_period * $clk_io_pct] -clock clk0 $non_clock_inputs
set_output_delay [expr $clk_period * $clk_io_pct] -clock clk0 [all_outputs]
### flow/design.v
module qpsk_modulator(
    input clk,
    input rst_n,
    input enable,
    input [1:0] data_in, 
    output reg signed [11:0] I_out, 
    output reg signed [11:0] Q_out  
);
localparam [11:0] SYMBOL_MAX_POS = 12'h0801;  
localparam [11:0] SYMBOL_MAX_NEG = 12'h07FF;  
always @(posedge clk or negedge rst_n) begin
    if (!rst_n) begin
        I_out <= 0;
        Q_out <= 0;
    end else if (enable) begin
        case (data_in)
            2'b00: begin
                I_out <= SYMBOL_MAX_POS; 
                Q_out <= SYMBOL_MAX_POS;
            end
            2'b01: begin
                I_out <= SYMBOL_MAX_NEG; 
                Q_out <= SYMBOL_MAX_POS; 
            end
            2'b10: begin
                I_out <= SYMBOL_MAX_POS; 
                Q_out <= SYMBOL_MAX_NEG; 
            end
            2'b11: begin
                I_out <= SYMBOL_MAX_NEG; 
                Q_out <= SYMBOL_MAX_NEG; 
            end
        endcase
    end
end
endmodule
### flow/run.sh
#!/bin/bash
# OpenROAD 26Q1-2900-gdf79404cd8, Yosys 0.63+post, stock flow scripts
make -C /OpenROAD-flow-scripts/flow DESIGN_CONFIG=/design/flow/config.mk WORK_HOME=/design/flow/orfs finish
==> flow_metrics.tcl <==
# place-and-route summary
set metrics [dict create \
    fp.dieW_um 80 \
    min_period_ns 1.45 \
    clock_skew_ns 0 \
    rsz0062_at_grt "no" \
    portBuffers 28 \
    syn_area_sq_um 324 \
    clockBufferDepth 2 \
    cts.htree.levels 1 \
    gr-usage-met3 0.0136 \
    finalWirelength_um 1050 \
    clock.fmax_ghz 0.688 \
    endpoint_kind "output port" \
    grtUsageTotal 0.0304 \
    dpl-instance-area_sq_um 519 \
    edf_count 0 \
    ys_types 6 \
    critical_path_class "reg2out" \
    max_stage_delay_ns 0.42 \
    yosys_warnings 1 \
    hp-class "in2async" \
    post-synth-top-area-fraction 0.440 \
    power.density_nw_per_um2 770 \
    pre_cts_ws_ns 0.119 \
    yosys_area_sq_um 324 \
    critPathBufInv 3 \
    firstDrtPassIters 1 \
    async_reset_ff_frac 1.00 \
    use_met2 0.0490 \
    io_pins 29 \
    cap_violations 0 \
    p_leak_nw 0.276 \
    tightest_slew_ns 0.240 \
    chip_area_sq_um 6400 \
    slew_headroom 0.840 \
    ys_cells 31 \
    antenna_found_initial 0 \
    grt_pass1_vias 259 \
    die_y_um 80 \
    drc 0 \
    critPathMaxFanout 3 \
    vias_per_cell 2.57 \
    synth_cells 31 \
    warnings 25 \
    cp_cell_sequence "buf_6, buf_4, dlygate4sd2_1" \
    crit_slowest_cell "dfrtp_2" \
    fp-row-count 21 \
    yosys.cell_count.top_type "buf_4" \
    drive_gt1_frac 0.280 \
    antenna_left 0 \
    cts_sinks 5 \
    fp_util 0.0949 \
    gr-usage-met1 0.0361 \
    top_area_cell "buf_4" \
    finalWeightedCongestion 0.680 \
    start_kind "register" \
    status "finished, final reports clean" \
    cp.arrival_ns 1.15 \
    num_antenna_cells 0 \
    synth_flops 5 \
    cts_tree "built" \
    p_total_mw 0.461 \
    grt_pass1_wl_um 1500 \
    clk-insertion-delay-late_ns 0.24 \
    hold_violations 0 \
    core_sq_um 3420 \
    r2r_cells 3 \
    cts_root_buf "clkbuf_4" \
    fin_area_sq_um 598 \
    tns_ns 0 \
    top_usage_layer "met2" \
    path_clk_slew_ns 0.04 \
    grt_max_degree 7 \
    layout_setup_ws_ns 0.0466 \
    drt_iter0_markers 0 \
    setup_viol 0 \
    grt-ovfl-total 0 \
    cts_buffers 3 \
    ir_worst_vdd_mv 0.427 \
    via_count 247 \
    areaGrowthSynthToFinish_pct 84.6 \
    period_used_share 0.969 \
    path_depth 3 \
    hold_slack_ns 0.274 \
    post_drt_wl_per_cell_um 10.9 \
    common_cells "19 x buf_4, 5 x dfrtp_1, 2 x inv_1, 2 x mux2_2, 2 x mux2i_1" \
    synth_area_per_cell_sq_um 10.5 \
    ys_seq_frac 0.386 \
    hpwlAfterDp_um 748 \
    flop_cell "dfrtp_1" \
    area_leaders "buf_4 44%, dfrtp_1 39%, mux2_2 6.9%" \
    slew_viol_final 0 \
    cp_data_required_time_ns 1.20 \
    crit_family "buffers and inverters" \
]
[per-stage QoR]
stage,cells,utilization
after floorplan,31,-
after global placement,86,0.152
after detailed placement,86,0.152
after CTS,97,0.178
after global routing,96,0.175
final,96,0.175
[path summary, 6_finish.rpt]
path	startpoint	end	slack [ns]
max	Q_out[10]	Q_out[4]	0.05
min	rst_n	I_out[11]	0.27
max reg2reg	Q_out[10]	Q_out[10]	0.45
min reg2reg	Q_out[0]	Q_out[0]	0.52
max in group asynchronous	rst_n	Q_out[10]	1.03
min in group clk0	Q_out[0]	Q_out[0]	0.52
[area by class of cell]
type	count	area [sq um]
clock buffers	4	26.3
fillers	397	2820
inverters	2	7.51
multi-input cells	5	48.8
flip-flops and latches	5	128
well taps	46	57.6
repair buffers	34	330
[sequential cells by signal, summed over array words and instances, names as in the netlist]
name	flops
Q_out	3
I_out	2
[layout by cell type (no fill, tap or decap), drive strengths merged]
cell type,count
dlygate4sd2,19
mux2,2
clkbuf,4
buf,6
clkdlybuf4s50,9
or2,1
inv,2
dfrtp,5
mux2i,2
[routing by layer]
| metal | share of wire | wire (um) |
|---|---|---|
| met5 | 0 | 0 |
| met1 | 0.40 | 425 |
| met2 | 0.43 | 453 |
| met3 | 0.14 | 149 |
| met4 | 0.021 | 22 |
[timing repair]
item	4_1_cts	5_1_grt
gates resized	25	0
setup endpoints to repair	20	1
buffers inserted	7	0
hold buffers	0	0
[power breakdown]
| group | internal, mW | total, mW | switching [mW] |
|---|---|---|---|
| sequential | 0.147 | 0.157 | 0.00968 |
| combinational | 0.112 | 0.147 | 0.0356 |
| clock | 0.101 | 0.156 | 0.0556 |
| total | 0.360 | 0.461 | 0.101 |
[logic make-up after synthesis]
| group | synth area share |
|---|---|
| buffers and inverters | 0.463 |
| DFF | 0.386 |
| and+or+nand+nor | 0.0193 |
| muxes | 0.131 |

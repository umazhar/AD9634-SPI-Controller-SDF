File: flow/design.v
module spi_fsm (
    input wire              clk,
    input wire              rst_n,
    input wire              spi_sclk,
    input wire              load,
    input wire [23:0]       data_in,
    output reg              spi_mosi,
    output reg              spi_cs_n,
    input wire              spi_miso,
    output reg [23:0]       data_out
);
    localparam              IDLE = 0, 
                            START = 1, 
                            TRANSFER = 2, 
                            STOP = 3;
    reg [2:0]               current_state;
    reg [2:0]               next_state;
    reg [23:0]              data_reg;
    reg [5:0]               bit_count;
    always @(posedge clk or negedge rst_n) begin
        if (!rst_n) begin
            current_state <= IDLE;
            spi_cs_n <= 1;
            data_reg <= 24'b0;
            bit_count <= 0;
        end else begin
            current_state <= next_state;
            case (current_state)
                IDLE: begin
                    if (load) begin
                        data_reg <= data_in;
                        bit_count <= 24;
                        next_state <= START;
                    end else begin
                        next_state <= IDLE;
                    end
                end
                START: begin
                    spi_cs_n <= 0;
                    next_state <= TRANSFER;
                end
                TRANSFER: begin
                    if (bit_count == 0) begin
                        next_state <= STOP;
                    end else begin
                        if (spi_sclk) begin
                            spi_mosi <= data_reg[23];
                            data_reg <= data_reg << 1;
                        end
                        if (!spi_sclk) begin
                            bit_count <= bit_count - 1;
                        end
                    end
                end
                STOP: begin
                    spi_cs_n <= 1;
                    next_state <= IDLE;
                end
                default: next_state <= IDLE;
            endcase
        end
    end
    always @(posedge clk) begin
        if (current_state == IDLE) begin
            data_out <= data_reg;
        end
    end
endmodule
File: flow/run.sh
#!/bin/bash
# OpenROAD 26Q1-2900-gdf79404cd8, Yosys 0.63+post, stock flow scripts
make -C /OpenROAD-flow-scripts/flow DESIGN_CONFIG=/design/flow/config.mk WORK_HOME=/design/flow/orfs finish
File: flow/config.mk
export PLATFORM = sky130hd
export DESIGN_NAME = spi_fsm
export DESIGN_NICKNAME = spi_fsm
export VERILOG_FILES = /design/flow/design.v
export SDC_FILE = /design/flow/constraint.sdc
export NUM_CORES = 4
export LEC_CHECK = 1
export CORE_UTILIZATION = 30
File: flow/constraint.sdc
current_design spi_fsm

set clk_period 4.5
set clk_io_pct 0.2

create_clock -name clk0 -period $clk_period [get_ports {clk}]

set non_clock_inputs [all_inputs -no_clocks]
set_input_delay [expr $clk_period * $clk_io_pct] -clock clk0 $non_clock_inputs
set_output_delay [expr $clk_period * $clk_io_pct] -clock clk0 [all_outputs]
==> run summary <==
Observations from the implementation run.

Run status:
- The run finished with clean final reports.

Setup path:
- The run puts the largest stage delay on the critical path at ~0.57 ns.
- The run puts the arrival time at the worst endpoint at 2.49 ns.
- The run gives the data required time of the critical path as 4.75 ns.
- The run puts the largest fanout of any net on the critical path at 48.
- Looking at the critical path, the single cell with the biggest stage delay is sky130_fd_sc_hd__clkdlybuf4s50_1.
- The run gives the critical path's top delay family as buffers and inverters.
- The run puts the number of buffer and inverter stages on the critical path at 2.
- The worst setup path is launched from an input pin.
- Traced cell by cell, the critical path runs through clkdlybuf4s50_1 > nor2b_1 > a311oi_4 > buf_4 > nor2_1 > a21oi_1.
- In the setup report, the worst path falls into the class in -> reg.
- The worst setup path is captured at a flop.

Finish:
- The run puts the post-synthesis to final-layout area growth at 33.9%.
- After the flow finishes, the layout carries non-filler instances totaling around 360.
- Cells fill approximately 43% of the core in the end.
- The run puts the number of filler instances in the final layout at 724.
- The layout summary lists the proportion of cells stronger than drive strength 1 as under 10%.
- The finished cells cover 0.00336 mm2.

Power and ir drop:
- The run puts the part of the total power dissipated in the clock network at between 20% and 30%.
- The run gives the internal power contribution as 1.34 mW.
- The run gives the static leakage power as 1.27 nW.
- Per report_power, the combinational group accounts for roughly a quarter of the total.
- The script extracted a net switching power of 0.534 mW.
- For this design the ratio of total power to cell area is between 500 and 600 mW/mm2.
- The run gives the sequential share of power as about half.
- The run puts the maximum VDD drop at ~0.16 mV.
- The run gives the switching share of power as 28.5%.

Placement:
- The run puts the number of placed cells counting well taps at ~340.
- The run gives the placed wire-length estimate after detailed placement as 2850 um.
- The run puts the post-placement worst setup slack at between 1.5 and 2 ns.
- The buffer_ports step reported a buffer count of around 53.
- RePlAce ended its routability-driven mode at a weighted congestion of 0.764.
- The post-placement cell area is between 0.003 and 0.004 mm2.

GRT:
- The run gives the aggregate global routing overflow as 0.
- The run gives the initial antenna violation count as 0.
- The global routing report lists combined usage of all routing layers as roughly 11%.
- The run puts the global-route wire length before repair at 7290 um.
- The run puts the largest net degree at the start of global routing at just under 50.
- The run puts the via count of the first global-routing pass at about 1500.

Synth:
- The run puts the post-synthesis cell area at between 0.002 and 0.003 mm2.
- The run gives the register bit count reported by yosys as approximately 60.
- The run puts the number of instances in the synthesized netlist at around 190.
- The main area contributors are sky130_fd_sc_hd__edfxtp_1 32%, sky130_fd_sc_hd__dfrtp_1 32%, sky130_fd_sc_hd__mux2i_1 9.6%, sky130_fd_sc_hd__a21oi_1 5.0%, sky130_fd_sc_hd__nor2_1 3.9%.
- The synthesis report names the predominant flop master as sky130_fd_sc_hd__dfrtp_1.
- Counting flops with an async set or reset pin after synthesis yields a share of 55.0%.
- For reference, the post-synthesis area per instance comes to 13.0 um2.
- Yosys instantiated no cell more often than sky130_fd_sc_hd__dfrtp_1.
- The synth_stat.txt file lists the number of cells as between 150 and 200.
- Per the synthesis report, the dominant area consumer among library cells is sky130_fd_sc_hd__edfxtp_1.
- The run puts the fraction of the yosys area taken by sequential cells at 65.3%.
- The gate-level netlist out of Yosys references 33 unique cell types.
- Yosys reports a chip area of 0.00251 mm2.
- The run gives the area fraction of the dominant cell type after synthesis as roughly 32%.
- The run puts the number of enable-type register cells in the synthesized netlist at 27.
- Counting the warning lines in the Yosys log gives 1.
- After synthesis, the most frequently instantiated cells are 32 x sky130_fd_sc_hd__dfrtp_1, 27 x sky130_fd_sc_hd__edfxtp_1, 26 x sky130_fd_sc_hd__nor2_1, 25 x sky130_fd_sc_hd__a21oi_1, 24 x sky130_fd_sc_hd__mux2i_1.

Clock tree:
- The run gives the number of buffers created by CTS as 9.
- The run gives the library cell used as clock root buffer as sky130_fd_sc_hd__clkbuf_8.
- The post-CTS hold buffer count recorded in the log is 0.
- The run puts the number of sinks on the clock net at around 60.
- The run gives the H-tree depth as 3.
- The run puts the post-cts repair resize count at 0.
- The run puts the maximum buffer depth of the clock tree at 2.
- TritonCTS built the clock tree.
- The run gives the insertion delay at the late pin of the worst-skew pair as between 0.3 and 0.4 ns.
- After clock tree synthesis, the clock-pin slew on the worst setup and hold paths is 0.06 ns.
- Per the repair_timing log after CTS, setup buffers inserted total 0.

Floorplanning:
- Per the OpenROAD floorplan log, the area of the die is between 0.008 and 0.009 mm2.
- The run puts the starting density of the core at a little under a third.
- Measured along the y axis, the die boundary spans 93.4 um.
- 55 I/O pins were placed.
- The run puts the core outline area at 0.00789 mm2.
- The run gives the horizontal extent of the die as just over 90 um.
- The run puts the placement row count at 32.

Min path:
- The path class of the tightest hold or removal check is reg -> reg.

Final timing:
- The pin closest to its max-slew limit shows a slew of around 0.42 ns.
- The run puts the fmax at between 400 and 500 MHz.
- The run puts the sum of negative setup slack at 0 ns.
- The run gives the count of final hold-check violations as 0.
- The run puts the max-slew violation count at 0.
- The run gives the setup clock skew after layout as approximately 0.0076 ns.
- The run puts the relative slew slack at a little under three quarters.
- Setup repair after global routing left no endpoint under its margin.
- The run puts the smallest setup slack after layout at between 2 and 2.5 ns.
- The final timing summary puts the cycle share of the worst path at 49.9%.
- The run gives the time the final worst path needs with I/O delays and setup as between 2 and 2.5 ns.
- The run puts the setup-violating endpoint count in the final report at 0.

Job:
- The run puts the number of warning messages in the logs at 30.
- The run puts the number of maximum-capacitance constraint violations at 0.

Drt:
- The run gives the violation count after the first detailed-route iteration as roughly 60.
- The run puts the antenna cell count at 0.
- After detailed routing, the number of remaining DRC violations is 0.
- The run puts the aggregate routed wire length at ~4500 um.
- The run gives the number of nets still failing antenna checks after routing as 0.
- The run gives the total number of vias as around 1600.
- The run puts the number of vias per cell after detailed routing at between 4 and 5.
- The run gives the average routed wire per standard cell as roughly 12 um.
- The run gives the length of the first detailed-routing pass in iterations as 4.
power by group through the flow:
stage | sequential [mW] | clock (mW) | combinational [mW]
after CTS | 0.912 | 0.504 | 0.491
after global routing | 0.940 | 0.529 | 0.543
final | 0.910 | 0.486 | 0.482
stage by stage:
| stage | power, mW | hold slack [ns] |
|---|---|---|
| detailed placement | 1.41 | 0.351 |
| global route | 2.01 | 0.369 |
| CTS | 1.91 | 0.351 |
| floorplan | 1.20 | 0.331 |
| finish | 1.88 | 0.348 |
| global placement | 1.40 | 0.334 |
placed cells by master, fill, tap and decap left out, drive strengths merged, types with 3 or more instances in the layout:
master	count
buf	5
mux2i	24
clkbuf	12
a21oi	25
nor2	26
nand4	3
dfrtp	32
edfxtp	27
nand2b	3
o21ai	4
nand2	3
clkdlybuf4s50	52
ha	6
inv	7
cells by family (layout without fill, tap and decap cells):
logic type	count (synthesis)	after routing	synth area share, %
AND/OR/NAND/NOR	46	46	9.43
buffers and inverters	16	80	2.99
flip-flops	60	60	65.3
multiplexers	24	24	9.58
AND-OR/OR-AND	41	41	9.72
adder cells (fa/ha/maj)	6	6	2.99
layer usage:
metal | vias to the layer above | wire length (um) | global-route usage [%]
li1 | 817 | - | -
met1 | 768 | 2070 | 17.2
met2 | 33 | 2090 | 16.7
met3 | 9 | 236 | 2.65
met4 | 0 | 86 | 2.69
met5 | - | 0 | 0
cell type report:
cell class / instances / area (um2) / area share [%]
clock inverter: 4 / 47.5 / 1.42
sequential: 60 / 1640 / 48.8
timing repair buffer: 57 / 556 / 16.5
tap: 102 / 128 / 3.80
inverter: 7 / 26.3 / 0.782
clock buffer: 12 / 155 / 4.62
multi-input combinational: 117 / 810 / 24.1
path summary, 6_finish.rpt:
check	startpoint	to	slack, ns	cells after the start
min in group asynchronous	rst_n	bit_count[3]	0.60	2
worst max register to register	current_state[1]	data_reg[16]	2.30	8
worst max-delay path	spi_sclk	data_reg[16]	2.26	6
worst min register to register	next_state[1]	current_state[1]	0.35	0
worst min-delay path	next_state[1]	current_state[1]	0.35	0
max in group asynchronous	rst_n	spi_cs_n	3.54	2
Power figures rest on the tool's default switching activity, not on a simulated workload.
